--- flow/config.mk ---
export PLATFORM = sky130hd
export DESIGN_NAME = MagComp
export DESIGN_NICKNAME = MagComp
export VERILOG_FILES = /design/flow/design.v
export SDC_FILE = /design/flow/constraint.sdc
export NUM_CORES = 4
export LEC_CHECK = 1
export CORE_AREA = 10 10 70 70
export DIE_AREA = 0 0 80 80
--- flow/constraint.sdc ---
current_design MagComp

set clk_period 1.9
set clk_io_pct 0.2

create_clock -name clk0 -period $clk_period

set non_clock_inputs [all_inputs -no_clocks]
set_input_delay [expr $clk_period * $clk_io_pct] -clock clk0 $non_clock_inputs
set_output_delay [expr $clk_period * $clk_io_pct] -clock clk0 [all_outputs]
--- flow/design.v ---
`default_nettype none
module Counter
  #(parameter WIDTH = 8)
  (input  logic [WIDTH - 1:0] D,
   input  logic               clear, load, clock, en,
   output logic [WIDTH - 1:0] Q);
  always_ff @(posedge clock)
    if(clear)
      Q <= 8'b0;
    else if(load)
      Q <= D;
    else if (en)
      Q <= Q + 1'b1;
    else 
      Q <= Q;
endmodule: Counter
module MagComp
  #(parameter WIDTH = 8)
  (input  logic [WIDTH - 1:0] A, B,
   output logic               AgtB, AeqB, AltB);
  assign AeqB = (A == B);
  assign AgtB = (A > B);
  assign AltB = (A < B);
endmodule: MagComp
module Register
  #(parameter WIDTH = 1)
  (input logic button, ped_clr, clock,
   output logic ped);
  always_ff @(posedge clock)
    if(button)
      ped <= 1'b1;
    else if (ped_clr)
      ped <= 1'b0;
    else 
      ped <= ped;
endmodule: Register
module FSM
  (input  logic clock, reset, 
                car1, car2, car3, car4, ped, 
                stop_yellow, stop_ped, stop_five,
   output logic red1, yellow1, green1, 
                red2, yellow2, green2,
                red3, yellow3, green3,
                turn, orange, white, 
                yellow_en, 
                yellow_clr, 
                stop_en,
                stop_clr, 
                five_en,
                five_clr, 
                ped_clr);
  enum logic [3:0] {INIT, CAR1, CAR2, CAR3_4, PED, 
                    YELLOW1, YELLOW2, YELLOW3, DELAY} state, nextState;
  always_ff @(posedge clock)
    if (reset)
      state <= INIT;
    else
      state <= nextState;
  always_comb begin
    unique case (state)
      INIT: if (car1) nextState = CAR1;
            else if (car2) nextState = CAR2;
            else if (car3 | car4) nextState = CAR3_4;
            else if (ped) nextState = PED;
            else nextState = INIT;
      CAR1: nextState = (~car1 | stop_ped) ? YELLOW1 : CAR1;
      CAR2: nextState = (~car2 | stop_ped) ? YELLOW2 : CAR2;
      CAR3_4: nextState = (~(car3 |car4) | stop_ped) ? YELLOW3 : CAR3_4;
      PED: nextState = (stop_ped) ? DELAY : PED;
      YELLOW1: if (stop_yellow) begin
                 if (car2) nextState = CAR2;
                 else if (car3 | car4) nextState = CAR3_4;
                 else if (ped) nextState = PED;
                 else if (car1) nextState = CAR1;
                 else nextState = PED;
               end else nextState = YELLOW1;
      YELLOW2: if (stop_yellow) begin
                 if (car3 | car4) nextState = CAR3_4;
                 else if (ped) nextState = PED;
                 else if (car1) nextState = CAR1;
                 else if (car2) nextState = CAR2;
                 else nextState = PED;
               end else nextState = YELLOW2;
      YELLOW3: if (stop_yellow) begin
                 if (ped) nextState = PED;
                 else if (car1) nextState = CAR1;
                 else if (car2) nextState = CAR2;
                 else if (car3 | car4) nextState = CAR3_4;
                 else nextState = PED;
               end else nextState = YELLOW3;
      DELAY: if (stop_five) begin
                 if (car1) nextState = CAR1;
                 else if (car2) nextState = CAR2;
                 else if (car3 | car4) nextState = CAR3_4;
                 else if (ped) nextState = PED;
                 else nextState = PED;
               end else nextState = DELAY;
    endcase
  end
  always_comb begin
      red1 = 1'b0;
      yellow1 = 1'b0;
      green1 = 1'b0;
      red2 = 1'b0;
      yellow2 = 1'b0; 
      green2 = 1'b0;
      red3 = 1'b0;
      yellow3 = 1'b0; 
      green3 = 1'b0;
      turn = 1'b0;
      orange = 1'b0;
      white = 1'b0;
      yellow_en = 1'b0;
      yellow_clr = 1'b0;
      stop_en = 1'b0;
      stop_clr = 1'b0;
      five_en = 1'b0;
      five_clr = 1'b0;
      ped_clr = 1'b0;
      unique case (state)
        INIT: begin
              yellow_clr = 1'b1;
              stop_clr = 1'b1;
              five_clr = 1'b1;
              red1 = 1'b1;
              red2 = 1'b1;
              red3 = 1'b1;
              orange = 1'b1;
              ped_clr = 1'b1;
              end
        CAR1: begin
              green1 = 1'b1;
              green3 = 1'b1;
              red2 = 1'b1;
              orange = 1'b1;
              stop_en = 1'b1;
              five_clr = 1'b1;
              end
        CAR2: begin
              green2 = 1'b1;
              red1 = 1'b1;
              red3 = 1'b1;
              orange = 1'b1;
              stop_en = 1'b1;
              yellow_clr = 1'b1;
              end
        CAR3_4: begin
              green3 = 1'b1;
              turn = 1'b1;
              red1 = 1'b1;
              red2 = 1'b1;
              orange = 1'b1;
              stop_en = 1'b1;
              yellow_clr = 1'b1;
              end
        PED: begin
              white = 1'b1;
              red1 = 1'b1;
              red2 = 1'b1;
              red3 = 1'b1;
              stop_en = 1'b1;
              yellow_clr = 1'b1;
              ped_clr = 1'b1;
              end
        YELLOW1: begin
                 yellow1 = 1'b1;
                 yellow3 = 1'b1;
                 yellow_en = 1'b1;
                 stop_clr = 1'b1;
                 red2 = 1'b1;
                 orange = 1'b1;
                 end
        YELLOW2: begin
                 yellow2 = 1'b1;
                 red1 = 1'b1;
                 red3 = 1'b1;
                 stop_clr = 1'b1;
                 yellow_en = 1'b1;
                 orange = 1'b1;
                 end
        YELLOW3: begin
                 yellow3 = 1'b1;
                 red1 = 1'b1;
                 red2 = 1'b1;
                 stop_clr = 1'b1;
                 yellow_en = 1'b1;
                 orange = 1'b1;
                 end
        DELAY: begin
                 red1 = 1'b1;
                 red2 = 1'b1;
                 red3 = 1'b1;
                 stop_clr = 1'b1;
                 five_en = 1'b1;
                 orange = 1'b1;
                 end
      endcase
    end
endmodule: FSM
--- flow/run.sh ---
#!/bin/bash
# OpenROAD 26Q1-2900-gdf79404cd8, Yosys 0.63+post, stock flow scripts
make -C /OpenROAD-flow-scripts/flow DESIGN_CONFIG=/design/flow/config.mk WORK_HOME=/design/flow/orfs finish
==> Table 3: Implementation characteristics <==
Characteristics after synthesis and place and route

Parameter                              Value

Synthesis
  Dominant cells by area after synthesis .................. sky130_fd_sc_hd__ha_1, sky130_fd_sc_hd__inv_1, sky130_fd_sc_hd__a21oi_1
  Gate Count Post-Synth .................. 29
  Average instance area after synthesis .................. 7.766 um^2
  Count of yosys warnings during synthesis .................. 0
  Total standard cell area after synthesis .................. 225.2 um^2
  Area figure in the yosys stat output .................. 225.2 um^2
  Cell type contributing the most total cell area after synthesis .................. sky130_fd_sc_hd__ha_1
  Total cells reported by yosys after synthesis .................. 29
  Count of different cell masters after synthesis .................. 12
  Area share of the leading cell type in the synthesized netlist .................. 44.44%
  Sequential area share after synthesis .................. 0%

Routing
  Post-DR vias/cell .................. 2.833
  Antenna Nets Post-Route .................. 0
  DRC violation count after routing .................. 0
  Wirelength, routed .................. 801 um
  Count of inserted antenna diode cells .................. 0
  Vias post-DR .................. 272
  Number of optimization iterations in the first detailed-route pass .................. 1
  Wire per inst .................. 8.344 um
  Violation count after the first detailed-routing iteration .................. 0

Cells and area
  FILL cells .................. 386
  Signed area change from the synthesized netlist to the final layout .................. 150.0%
  Share of final-layout standard cells stronger than drive strength 1 .................. 58.00%
  Area used by sequential logic in the layout .................. 0 um^2
  Number of clock buffers in the layout .................. 0
  Seq Cell Count .................. 0
  Multi-input gate area .................. 309.0 um^2

Final timing
  Fin crit share .................. 95.61%
  Final critical path time including I/O delays and setup .................. 1817 ps
  Total of endpoints with negative setup slack in the final report .................. 0
  Highest attainable clock frequency .................. 550.5 MHz
  Final hold violation count .................. 0
  TNS Setup .................. 0 ps
  Slew at the pin closest to its max-slew limit .................. 136.5 ps
  Max_slew headroom .................. 90.87%
  Fin worst setup slack .................. 83.35 ps
  Post-Route Hold Slack .................. 1348 ps
  RSZ-0062 raised after global routing .................. false
  Total count of max-transition violations in the final report .................. 0

Run
  Stage-log warning count .................. 32
  Max cap viols .................. 0

Placed design
  Post-detailed-placement half-perimeter wirelength .................. 673.6 um
  Routability congestion estimate from global placement .................. 0.7609
  Worst setup slack after placement .................. -601.9 ps
  Number of input and output port buffers inserted .................. 19

Floorplan
  DIE WIDTH .................. 80 um
  Area of the die .................. 6400 um^2
  Starting Density .................. 6.593%
  Die height .................. 80 um
  Core area .................. 3416 um^2
  I/O pin cnt .................. 19
  Row Count .................. 21

Global routing
  Global-route wire length before repair .................. 1.331 mm
  Number of antenna violations at the first check in global routing .................. 0
  Largest net degree at the start of global routing .................. 4
  GRT Total Usage .................. 2.494%
  Total grt overflow .................. 0
  Vias in the first global route .................. 309

Power and ir drop
  Power per cell area .................. 206.1 nW/um^2
  Largest vdd supply drop .................. 0.00003014 V
  Psw .................. 0.04781 mW
  Logic pwr share .................. 100.0%
  Internal power contribution .................. 0.06825 mW
  Sequential share of power .................. 0%
  Clk pwr share .................. 0%
  Net switching share of the total power .................. 41.19%
  Static leakage .................. 0.2387 nW

Min path
  Path class of the lowest-slack min-delay path .................. in -> out

Worst setup path
  CP Data Required Time .................. 1520 ps
  Kind of launch point of the worst setup path .................. input port
  Critical Setup Path Class .................. in -> out
  Arrival time of the worst setup path .................. 1440 ps
  CP Capture Type .................. output pin
  Maximum net fanout on the critical path .................. 2

Clock network
  Post-cts hold-fix buffer tally .................. 0

Run status
  Run status .................. completed
## placed cells by master (no fill, tap or decap), drive strengths merged, types with 2 or more instances in the layout
master and n:
ha 8, nand4 2, buf 5, dlygate4sd2 15
a21oi 4, inv 8, nor2 2
## worst max-delay path, cell delays in order
cell and delay (ps):
sky130_fd_sc_hd__buf_2 80, sky130_fd_sc_hd__inv_1 30, sky130_fd_sc_hd__ha_1 270, sky130_fd_sc_hd__buf_4 130
sky130_fd_sc_hd__buf_4 120, sky130_fd_sc_hd__nand4_1 80, sky130_fd_sc_hd__nor2_2 50, sky130_fd_sc_hd__o21ba_1 200
sky130_fd_sc_hd__buf_2 90
## synthesized netlist by cell type, drive strengths merged
cell type	count
ha	8
o21ba	1
o21ai	1
o211ai	1
a21oi	4
nor2	2
nand4	2
nand2	1
inv	8
nor2b	1
## logic make-up (layout without fill, tap and decap cells)
| logic type | after synthesis | count (layout) | synth area share [%] |
|---|---|---|---|
| simple gates | 6 | 6 | 19.44 |
| buf+inv | 8 | 29 | 13.33 |
| fa+ha+maj | 8 | 8 | 44.45 |
| compound gates | 7 | 7 | 22.77 |
## metal layers
layer | global-route usage [%] | share of wire (%) | wire [um]
met3 | 0.9091 | 13 | 108
met2 | 4.976 | 51 | 407
met1 | 2.505 | 36 | 285
met4 | 0 | 0 | 0
met5 | 0 | 0 | 0
## power groups by stage
stage / combinational, mW / clock [mW] / sequential [mW]
5_1_grt: 0.129 / 0 / 0
6_report: 0.116 / 0 / 0
4_1_cts: 0.117 / 0 / 0
## repair_timing
item	CTS	global route
endpoints found under the setup margin	3	2
setup buffers	1	0
pin swaps	14	1
gates resized	48	1
## stage by stage
step / instance area, um^2 / util (%) / total power [mW] / cells
floorplan: 225.2 / - / 0.03951 / 29
global placement: 480.5 / 14.07 / 0.09256 / 95
detailed placement: 480.5 / 14.07 / 0.09351 / 95
CTS: 568.0 / 16.63 / 0.1171 / 96
global route: 563.0 / 16.48 / 0.1286 / 96
finish: 563.0 / 16.48 / 0.1161 / 96
## cell type report
cell class,count,share of cell area [%]
Multi-Input combinational cell,21,54.89
Timing Repair Buffer,21,29.56
Inverter,8,5.333
Tap cell,46,10.22
## worst paths after layout
check             cells past startpoint  start   end  slack [ps]
setup / recovery                      9   B[1]  AgtB          80
hold / removal                        6   A[7]  AltB        1350
Power is estimated from default activity; no workload was simulated.
