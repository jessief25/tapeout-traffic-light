==> /design/flow/design.v <==
`default_nettype none
module Counter
  #(parameter WIDTH = 8)
  (input  logic [WIDTH - 1:0] D,
   input  logic               clear, load, clock, en,
   output logic [WIDTH - 1:0] Q);
  always_ff @(posedge clock)
    if(clear)
      Q <= 8'b0;
    else if(load)
      Q <= D;
    else if (en)
      Q <= Q + 1'b1;
    else 
      Q <= Q;
endmodule: Counter
module MagComp
  #(parameter WIDTH = 8)
  (input  logic [WIDTH - 1:0] A, B,
   output logic               AgtB, AeqB, AltB);
  assign AeqB = (A == B);
  assign AgtB = (A > B);
  assign AltB = (A < B);
endmodule: MagComp
module Register
  #(parameter WIDTH = 1)
  (input logic button, ped_clr, clock,
   output logic ped);
  always_ff @(posedge clock)
    if(button)
      ped <= 1'b1;
    else if (ped_clr)
      ped <= 1'b0;
    else 
      ped <= ped;
endmodule: Register
module FSM
  (input  logic clock, reset, 
                car1, car2, car3, car4, ped, 
                stop_yellow, stop_ped, stop_five,
   output logic red1, yellow1, green1, 
                red2, yellow2, green2,
                red3, yellow3, green3,
                turn, orange, white, 
                yellow_en, 
                yellow_clr, 
                stop_en,
                stop_clr, 
                five_en,
                five_clr, 
                ped_clr);
  enum logic [3:0] {INIT, CAR1, CAR2, CAR3_4, PED, 
                    YELLOW1, YELLOW2, YELLOW3, DELAY} state, nextState;
  always_ff @(posedge clock)
    if (reset)
      state <= INIT;
    else
      state <= nextState;
  always_comb begin
    unique case (state)
      INIT: if (car1) nextState = CAR1;
            else if (car2) nextState = CAR2;
            else if (car3 | car4) nextState = CAR3_4;
            else if (ped) nextState = PED;
            else nextState = INIT;
      CAR1: nextState = (~car1 | stop_ped) ? YELLOW1 : CAR1;
      CAR2: nextState = (~car2 | stop_ped) ? YELLOW2 : CAR2;
      CAR3_4: nextState = (~(car3 |car4) | stop_ped) ? YELLOW3 : CAR3_4;
      PED: nextState = (stop_ped) ? DELAY : PED;
      YELLOW1: if (stop_yellow) begin
                 if (car2) nextState = CAR2;
                 else if (car3 | car4) nextState = CAR3_4;
                 else if (ped) nextState = PED;
                 else if (car1) nextState = CAR1;
                 else nextState = PED;
               end else nextState = YELLOW1;
      YELLOW2: if (stop_yellow) begin
                 if (car3 | car4) nextState = CAR3_4;
                 else if (ped) nextState = PED;
                 else if (car1) nextState = CAR1;
                 else if (car2) nextState = CAR2;
                 else nextState = PED;
               end else nextState = YELLOW2;
      YELLOW3: if (stop_yellow) begin
                 if (ped) nextState = PED;
                 else if (car1) nextState = CAR1;
                 else if (car2) nextState = CAR2;
                 else if (car3 | car4) nextState = CAR3_4;
                 else nextState = PED;
               end else nextState = YELLOW3;
      DELAY: if (stop_five) begin
                 if (car1) nextState = CAR1;
                 else if (car2) nextState = CAR2;
                 else if (car3 | car4) nextState = CAR3_4;
                 else if (ped) nextState = PED;
                 else nextState = PED;
               end else nextState = DELAY;
    endcase
  end
  always_comb begin
      red1 = 1'b0;
      yellow1 = 1'b0;
      green1 = 1'b0;
      red2 = 1'b0;
      yellow2 = 1'b0; 
      green2 = 1'b0;
      red3 = 1'b0;
      yellow3 = 1'b0; 
      green3 = 1'b0;
      turn = 1'b0;
      orange = 1'b0;
      white = 1'b0;
      yellow_en = 1'b0;
      yellow_clr = 1'b0;
      stop_en = 1'b0;
      stop_clr = 1'b0;
      five_en = 1'b0;
      five_clr = 1'b0;
      ped_clr = 1'b0;
      unique case (state)
        INIT: begin
              yellow_clr = 1'b1;
              stop_clr = 1'b1;
              five_clr = 1'b1;
              red1 = 1'b1;
              red2 = 1'b1;
              red3 = 1'b1;
              orange = 1'b1;
              ped_clr = 1'b1;
              end
        CAR1: begin
              green1 = 1'b1;
              green3 = 1'b1;
              red2 = 1'b1;
              orange = 1'b1;
              stop_en = 1'b1;
              five_clr = 1'b1;
              end
        CAR2: begin
              green2 = 1'b1;
              red1 = 1'b1;
              red3 = 1'b1;
              orange = 1'b1;
              stop_en = 1'b1;
              yellow_clr = 1'b1;
              end
        CAR3_4: begin
              green3 = 1'b1;
              turn = 1'b1;
              red1 = 1'b1;
              red2 = 1'b1;
              orange = 1'b1;
              stop_en = 1'b1;
              yellow_clr = 1'b1;
              end
        PED: begin
              white = 1'b1;
              red1 = 1'b1;
              red2 = 1'b1;
              red3 = 1'b1;
              stop_en = 1'b1;
              yellow_clr = 1'b1;
              ped_clr = 1'b1;
              end
        YELLOW1: begin
                 yellow1 = 1'b1;
                 yellow3 = 1'b1;
                 yellow_en = 1'b1;
                 stop_clr = 1'b1;
                 red2 = 1'b1;
                 orange = 1'b1;
                 end
        YELLOW2: begin
                 yellow2 = 1'b1;
                 red1 = 1'b1;
                 red3 = 1'b1;
                 stop_clr = 1'b1;
                 yellow_en = 1'b1;
                 orange = 1'b1;
                 end
        YELLOW3: begin
                 yellow3 = 1'b1;
                 red1 = 1'b1;
                 red2 = 1'b1;
                 stop_clr = 1'b1;
                 yellow_en = 1'b1;
                 orange = 1'b1;
                 end
        DELAY: begin
                 red1 = 1'b1;
                 red2 = 1'b1;
                 red3 = 1'b1;
                 stop_clr = 1'b1;
                 five_en = 1'b1;
                 orange = 1'b1;
                 end
      endcase
    end
endmodule: FSM
`default_nettype none
module my_chip (
  input logic [11:0] io_in, 
  input logic clock, reset,
  output logic [11:0] io_out
);
logic car1, car2, car3, car4, ped, 
                stop_yellow, stop_ped, stop_five,
                red1, yellow1, green1, 
                red2, yellow2, green2,
                red3, yellow3, green3,
                turn, orange, white, 
                yellow_en, 
                yellow_clr, 
                stop_en,
                stop_clr, 
                five_en,
                five_clr, 
                ped_clr,
                button;
  assign {car1, car2, car3, car4, button} = io_in [4:0];
  assign io_out = {red1, yellow1, green1, 
                red2, yellow2, green2,
                red3, yellow3, green3,
                turn, orange, white};
  Counter yellow (.D(4'b0), .clear(yellow_clr), .load(1'b0), .clock, .en(yellow_en), .Q(stop_yellow));
  Counter stop (.D(4'b0), .clear(stop_clr), .load(1'b0), .clock, .en(stop_en), .Q(stop_ped));
  Counter five (.D(4'b0), .clear(five_clr), .load(1'b0), .clock, .en(five_en), .Q(stop_five));
  Register pedestrian (.clock, .ped, .ped_clr, .button);
  FSM control(.*);
endmodule
`default_nettype none
module toplevel_chip (
    input [13:0] io_in,
    output [13:0] io_out
);
    my_chip mchip (
        .io_in(io_in[11:0]),
        .io_out(io_out[11:0]),
        .clock(io_in[12]),
        .reset(io_in[13])
    );
    assign io_out[13:12] = 2'b00;
endmodule
==> /design/flow/run.sh <==
#!/bin/bash
# OpenROAD 26Q1-2900-gdf79404cd8, Yosys 0.63+post, stock flow scripts
make -C /OpenROAD-flow-scripts/flow DESIGN_CONFIG=/design/flow/config.mk WORK_HOME=/design/flow/orfs finish
==> /design/flow/config.mk <==
export PLATFORM = sky130hd
export DESIGN_NAME = toplevel_chip
export DESIGN_NICKNAME = toplevel_chip
export VERILOG_FILES = /design/flow/design.v
export SDC_FILE = /design/flow/constraint.sdc
export NUM_CORES = 4
export LEC_CHECK = 1
export CORE_AREA = 10 10 99 99
export DIE_AREA = 0 0 109 109
==> /design/flow/constraint.sdc <==
current_design toplevel_chip

set clk_period 4.6
set clk_io_pct 0.2

create_clock -name clk0 -period $clk_period [get_ports {io_in}]

set non_clock_inputs [all_inputs -no_clocks]
set_input_delay [expr $clk_period * $clk_io_pct] -clock clk0 $non_clock_inputs
set_output_delay [expr $clk_period * $clk_io_pct] -clock clk0 [all_outputs]
==> results.yml <==
# synthesis and place-and-route metrics
clock_network:
  path_clk_slew_ns: 0.07
  insertion_delay_ns: 0.24
  post-cts-setup-buffers: 0
  cts_resized: 0
  hold_buffers: 0
  cts_tree: "built"
setup_path:
  slowest_stage: "nor4_1"
  cpPeakStageDelay_ns: 0.45
  cp.arrival_ns: 4.59
  endpoint_kind: "flip-flop"
  worst-path-max-fanout: 4
  crit_chain: "clkbuf_8 -> clkbuf_8 -> nor4_1 -> clkbuf_8 -> clkbuf_8 -> clkbuf_8 -> inv_1 -> a31oi_1 -> o41ai_4 -> clkbuf_8 -> clkbuf_8 -> nand2_1 -> clkbuf_8 -> clkbuf_8 -> a21oi_1"
  crit_type: "clock port to flip-flop"
  start_kind: "clock port"
  cp_top_family: "buffers and inverters"
  crit_buf_inv: 10
  worst_path_most_repeated_cell: "clkbuf_8"
  worstPathRequired_ns: 4.74
global_routing:
  antenna_found_initial: 0
  grt_pass1_wl_mm: 7.53
  grt_usage_pct: 8.89
  grt_pass1_vias: 2130
  overflow: 0
  grt_max_degree: 19
finish:
  fill_cells: 718
  comb_area_um2: 498
  drive_gt1_share_pct: 40.7
  layout_top_cell: "clkbuf_8"
  seqCellArea_um2: 541
  syn_to_final_growth_pct: 101
  lay_top_cells: "clkbuf_8 (71), dfxtp_1 (27), nor2_1 (17)"
timing:
  fin_hold_ws_ns: -0.156
  slew_headroom_pct: 59.2
  max_slew.worst_pin.slew_ns: 0.607
  rsz0062_at_grt: "no"
  setup_tns_ns: 0
  hold_viol_final: 1
  final-setup-viol-count: 0
  setup_ws_ns: 0.148
  drv_slew: 0
  fin_worst_skew_ns: 0.000141
route:
  diodes: 0
  drc: 0
  post_drt_wl_per_cell_um: 14.7
  wl_mm: 4.73
  drt_pass1_iterations: 5
  viasPerCell: 4.45
  vias: 1438
  drtIter0Drc: 165
  postRouteAntennaNets: 0
outcome:
  status: "finished with violations"
  violations: "hold timing"
pwr:
  p_leak_nw: 1.03
  cellPowerDensity_nw_per_um2: 1100
  ir_drop_mv: 0.717
synthesis:
  synth.cell_area_um2: 1210
  ys_warn_count: 6
  synth-edff-count: 0
  synthArstFlopShare_pct: 0
  ys_seq_share_pct: 44.6
  avgSynthCellArea_um2: 9.32
  yosysCellCount: 130
  ff_type: "dfxtp_1"
  numSynthFlops: 27
  netlist_instances: 130
  synth_cell_types: 40
  ys_area_um2: 1210
die:
  fp-utilization_pct: 15.7
  chipArea_um2: 11900
  core_area_um2: 7730
  chipHeight_um: 109
  num_rows: 32
  die_width_um: 109
  io_pins: 28
placed_design:
  dp_worst_setup_slack_ns: 0.881
  io_buffers: 12
  gp_congestion: 0.791
  hpwlAfterDp_mm: 1.81
min_path:
  hold_path_class: "clock port to flip-flop"
flow_run:
  maxCapViolCount: 0
  warnings: 214
==> per-layer routing <==
layer | vias to the layer above | track usage [%] | part of all wire [%] | wire [um]
met1 | 640 | 5.14 | 34 | 1610
met4 | 0 | 15.4 | 8.7 | 411
met3 | 53 | 16.6 | 21 | 973
li1 | 594 | - | - | -
met2 | 151 | 5.48 | 37 | 1740
met5 | - | 1.68 | 0 | 0
==> stage by stage <==
stage / util [%] / instances / hold slack [ns] / total power [W] / instance area, um2
floorplan: - / 131 / 0.0771 / 0.000665 / 1210
CTS: 31.5 / 323 / -0.192 / 0.00284 / 2440
global placement: 17.0 / 226 / 0.0771 / 0.000651 / 1310
global route: 31.5 / 323 / -0.189 / 0.00295 / 2440
detailed placement: 17.0 / 226 / 0.0771 / 0.000651 / 1310
finish: 31.5 / 323 / -0.156 / 0.00268 / 2440
==> flip-flops by register name, summed over array words and instances, names as in the netlist <==
register / flops
mchip.pedestrian.ped: 1
mchip.control.ped_clr: 1
mchip.control.stop_clr: 1
mchip.control.five_en: 1
mchip.control.stop_en: 1
mchip.yellow.Q: 1
mchip.five.Q: 1
mchip.control.five_clr: 1
mchip.control.yellow_clr: 1
mchip.control.state: 4
mchip.stop.Q: 1
mchip.control.yellow_en: 1
io_out: 12
==> final cells by class <==
class	count	share of cell area (%)
clock buffers	86	43.3
inverters	4	0.616
repair buffers	12	4.93
flip-flops and latches	27	22.2
well taps	102	5.24
clock inverters	14	3.34
multi-input cells	78	20.4
==> cells in the mapped netlist, types with 2 or more instances <==
master     instances  area, um2
nor3b_1            2       15.0
buf_4             16        120
a21oi_1            4       20.0
nor2_1            17       63.8
a2111oi_0          2       17.5
inv_1              6       22.5
nor4_1             3       18.8
nor3_1             5       25.0
dfxtp_1           27        541
or2_1              2       12.5
nand2b_1           2       12.5
nand2_1            6       22.5
a31oi_1            3       18.8
xnor2_1            6       52.6
o21ai_0            3       15.0
and3b_2            2       20.0
==> report_power, final <==
group | internal, W | leakage (nW) | switching [W]
logic | 0 | 0.0804 | 0.0000000733
clock network | 0.00165 | 0.718 | 0.000766
registers | 0.000259 | 0.231 | 0
==> worst reg2reg max path, delay by kind of cell (launching register included) <==
kind                   cells  cell delay [ns]
buffers and inverters      6             0.77
AND/OR/NAND/NOR            3             0.73
flip-flops                 1             0.71
AND-OR/OR-AND              2             0.50
XOR/XNOR                   1             0.11
==> cell families (layout without fill, tap and decap cells) <==
logic type | count (synthesis) | count (layout) | share of synthesized area [%]
other | 1 | 2 | 0.310
DFF | 27 | 27 | 44.6
muxes | 1 | 1 | 0.826
AOI/OAI and AO/OA | 24 | 24 | 16.1
and+or+nand+nor | 45 | 45 | 19.2
xor gates and xnor gates | 6 | 6 | 4.34
buffers and inverters | 26 | 116 | 14.6
==> path summary, 6_finish.rpt <==
kind                            start  slack, ns  depth (start not counted)                       end
max                          io_in[3]       0.15                         15  mchip.control.yellow_clr
min                          io_in[0]      -0.16                          1      mchip.pedestrian.ped
max reg2reg    mchip.control.state[1]       1.70                         12    mchip.control.stop_clr
min reg2reg  mchip.control.yellow_clr       0.40                          1         mchip.yellow.Q[0]
Power and IR drop assume default switching activity.
